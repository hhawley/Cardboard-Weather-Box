==> /design/flow/design.v <==
module constant_pwm_module 
#(parameter C_RES = 8, C_DUTY_CYCLE=2**(C_RES-2))
(
		input i_clk,   
		input i_en,
		output wire o_clk
	);
	localparam C_MIN_DUTY_CYCLE = ~C_DUTY_CYCLE;
	reg r_state = 0;
	reg[C_RES-1:0] r_pwn_counter = 1;
	assign o_clk = r_state && i_en;
	always @(posedge i_clk) begin
		if(r_pwn_counter == 1) begin
			r_state <= ~r_state;
			r_pwn_counter <= r_state ? C_MIN_DUTY_CYCLE : C_DUTY_CYCLE;
		end else begin
			r_pwn_counter <= r_pwn_counter - 1;
		end          
	end
endmodule
module var_pwm_module 
#(parameter C_RES = 8)(
		input i_clk,   
		input i_en,
		input [C_RES-1:0] i_duty_cycle,
		output wire o_clk
	);
	wire [C_RES-1:0] w_duty_cycle;
	assign w_duty_cycle = i_duty_cycle == 0 ? 1 : i_duty_cycle;
	wire [C_RES-1:0] w_comp_duty_cycle;
	assign w_comp_duty_cycle = ~w_duty_cycle;
	reg r_state = 0;
	reg[C_RES-1:0] r_pwn_counter = 1;
	reg[C_RES-1:0] r_last_duty_cycle = 1;
	assign o_clk = r_state && i_en;
	always @(posedge i_clk) begin    
		r_last_duty_cycle <= w_duty_cycle;
		if(r_last_duty_cycle != w_duty_cycle) begin
			r_pwn_counter <= w_comp_duty_cycle - 1;
			r_state <= 0;
		end else begin
			if(r_pwn_counter == 1) begin
				r_state <= ~r_state;
				r_pwn_counter <= r_state ? w_comp_duty_cycle : w_duty_cycle;
			end else begin
				r_pwn_counter <= r_pwn_counter - 1;
			end
		end     
	end
endmodule
==> /design/flow/run.sh <==
#!/bin/bash
# OpenROAD 26Q1-2900-gdf79404cd8, Yosys 0.63+post, stock flow scripts
make -C /OpenROAD-flow-scripts/flow DESIGN_CONFIG=/design/flow/config.mk WORK_HOME=/design/flow/orfs finish
==> /design/flow/config.mk <==
export PLATFORM = sky130hd
export DESIGN_NAME = var_pwm_module
export DESIGN_NICKNAME = var_pwm_module
export VERILOG_FILES = /design/flow/design.v
export SDC_FILE = /design/flow/constraint.sdc
export NUM_CORES = 4
export LEC_CHECK = 1
export CORE_AREA = 10 10 82 82
export DIE_AREA = 0 0 92 92
==> /design/flow/constraint.sdc <==
current_design var_pwm_module

set clk_period 5.6
set clk_io_pct 0.2

create_clock -name clk0 -period $clk_period [get_ports {i_clk}]

set non_clock_inputs [all_inputs -no_clocks]
set_input_delay [expr $clk_period * $clk_io_pct] -clock clk0 $non_clock_inputs
set_output_delay [expr $clk_period * $clk_io_pct] -clock clk0 [all_outputs]
==> impl_metrics.env <==
# source this file to load flow results
export IMPL_fmax_mhz=307
export IMPL_synth_cell_types=35
export IMPL_most_common_cell="xnor2_1"
export IMPL_route_vias_total=714
export IMPL_warning_count=26
export IMPL_first_iter_violations=34
export IMPL_hold_class="reg2reg"
export IMPL_grt_start_max_net_pins=16
export IMPL_grt_pass1_vias=742
export IMPL_synthesis_instances=120
export IMPL_crit_required_ns=4.48
export IMPL_cpMostUsedCell="clkdlybuf4s50_1"
export IMPL_drt_vias_per_instance=3.80
export IMPL_num_fill_cells=565
export IMPL_mi_logic_area_um2=622
export IMPL_top_area_cell="dfxtp_1"
export IMPL_cap_violations=0
export IMPL_clk_latency_ns=0.24
export IMPL_area_leaders="dfxtp_1 (33%), xnor2_1 (15%), mux2i_1 (6.7%), xor2_1 (5.9%), clkbuf_1 (5.4%)"
export IMPL_diodes=0
export IMPL_fin_area_mm2=0.00121
export IMPL_min_period_ns=3.26
export IMPL_seq_area_um2=340
export IMPL_whs_path_depth=2
export IMPL_chip_area_mm2=0.00846
export IMPL_syn2layout_area_growth_pct=15.9
export IMPL_cts_sinks=17
export IMPL_portBuffers=10
export IMPL_setup_worst_path_end_class="primary output"
export IMPL_fp_util_pct=20.5
export IMPL_finalClockSkew_ns=0.00172
export IMPL_cp_cell_sequence="clkdlybuf4s50_1, and2_1, clkdlybuf4s50_1"
export IMPL_reg2reg_from="r_pwn_counter[4]"
export IMPL_regToRegSetupSlack_ns=3.22
export IMPL_synth_top_cell_area_share_pct=32.7
export IMPL_row_count=26
export IMPL_ir_worst_vdd_v=0.000109
export IMPL_syn_area_mm2=0.00104
export IMPL_io_pins=11
export IMPL_finalClockPeriodUsage_pct=58.2
export IMPL_place_ws_ns=2.33
export IMPL_antenna_found_initial=0
export IMPL_grt_pass1_wl_um=3220
export IMPL_drv_slew=0
export IMPL_cp_arrival_ns=2.14
export IMPL_dp_cells=184
export IMPL_hold_end="r_pwn_counter[7]"
export IMPL_yosysWarnings=1
export IMPL_layout_drive_gt1_share_pct=7.63
export IMPL_wl_per_cell_um=9.63
export IMPL_cts_tree="done"
export IMPL_outcome="finished, final reports clean"
export IMPL_globalplace_congestion=0.764
export IMPL_avgSynthCellArea_um2=8.67
export IMPL_final_setup_viol_count=0
export IMPL_die_w_um=92
export IMPL_critical_path_max_fanout=1
export IMPL_root_buffer="clkbuf_8"
export IMPL_r2r_cells=5
export IMPL_slowest_delay_ns=0.46
export IMPL_gr_total_overflow=0
export IMPL_synth_seq_share_pct=32.7
export IMPL_wl_um=1810
export IMPL_fp_dieH_um=92
export IMPL_core_mm2=0.00507
export IMPL_ant_nets=0
export IMPL_ys_cells=120
export IMPL_cts_buffer_depth=2
export IMPL_synthArstFlopShare_pct=0
export IMPL_relSlewSlack_pct=61.3
export IMPL_worst_slew_pin_slew_ns=0.577
export IMPL_critPathBufInv=2
export IMPL_min_from="r_pwn_counter[7]"
export IMPL_path_class="in2out"
export IMPL_slowest_stage="clkdlybuf4s50_1"
export IMPL_dr_pass1_iters=2
export IMPL_p_leak_nw=0.427
export IMPL_ff_type="dfxtp_1"
export IMPL_synth_flops=17
export IMPL_path_delay_family="buffers and inverters"
export IMPL_hold_viol=0
export IMPL_placed_area_mm2=0.00116
export IMPL_setup_tns_ns=0
export IMPL_clk_pin_slew_ns=0.06
export IMPL_critPathLaunchType="input port"
export IMPL_ys_area_mm2=0.00104
export IMPL_fin_ws_ns=2.34
export IMPL_post_cts_setup_buffers=0
export IMPL_edf_count=0
export IMPL_numCtsBuffers=3
export IMPL_hold_slack_ns=0.584
export IMPL_cts_resized=0
export IMPL_reg2reg_to="r_pwn_counter[1]"
export IMPL_common_cells="xnor2_1 (18), dfxtp_1 (17), clkbuf_1 (15), nor2_1 (8)"
export IMPL_rsz0062_at_grt="no"
export IMPL_htreeDepth=1
export IMPL_dp_hpwl_um=1450
export IMPL_pwr_density_cell_mw_per_mm2=222
export IMPL_drcViolationCount=0
export IMPL_fin_cells=188
export IMPL_grt_use_total_pct=4.39
export IMPL_hold_buffers=0
## logic make-up (layout without fill, tap and decap cells)
group           Yosys count  after routing  synth area share [%]
simple gates             35             35                  18.6
xor+xnor                 25             25                  21.0
flops                    17             17                  32.7
fa+ha+maj                 2              2                  2.40
mux                      10             10                  10.3
buf+inv                  19             17                  7.57
compound gates           12             12                  7.33
## sequential cells by signal, indices dropped and copies added (netlist names)
register           flops
r_state                1
r_last_duty_cycle      8
r_pwn_counter          8
## routing by layer
layer | vias to the layer above | track usage (%) | part of all wire, %
li1 | 393 | - | -
met1 | 313 | 5.71 | 50
met2 | 6 | 7.65 | 47
met3 | 2 | 0.659 | 2.5
met4 | 0 | 0.643 | 0.72
met5 | - | 0 | 0
## per-stage QoR
stage / total power, mW / util (%)
after CTS: 0.271 / 23.8
after global placement: 0.183 / 22.9
final: 0.268 / 23.8
after detailed placement: 0.183 / 22.9
after floorplan: 0.171 / -
after global routing: 0.284 / 23.8
## worst reg2reg max path: stages, from the launching register on
cell and delay, ns:
dfxtp_1 0.33, or4_4 0.55, or3_1 0.61, mux2_4 0.40, mux2_2 0.27, o211ai_2 0.14
## power breakdown
| part | internal (mW) | switching (mW) |
|---|---|---|
| clock network | 0.0503 | 0.0375 |
| logic | 0.0246 | 0.0212 |
| registers | 0.129 | 0.00533 |
| total | 0.204 | 0.0640 |
## how the worst max path moves through the flow
stage | to | slack (ns) | cells after the start | startpoint
final | o_clk | 2.34 | 3 | i_en
after global routing | o_clk | 2.30 | 3 | i_en
after CTS | o_clk | 2.33 | 3 | i_en
## area by class of cell
cell class              instances  share of cell area, %
clock buffers                   4                   3.73
inverters                       3                  0.934
well taps                      70                   7.26
repair buffers                 10                   8.30
flip-flops and latches         17                   28.2
multi-input cells              84                   51.6
## cell usage in the layout (no fill, tap or decap)
cell	n
a211oi_1	1
nor2_1	8
nor3_1	4
nor3b_1	1
o31ai_1	1
and3_1	1
or4_4	1
mux2i_1	7
clkbuf_1	1
or2_2	1
o22ai_1	1
mux2_1	1
mux2_2	1
xnor2_1	18
clkdlybuf4s50_1	10
a21oi_1	6
and2_1	1
o211ai_2	1
and4_1	1
nand3b_1	1
nand4_1	1
mux2_4	1
or3_1	1
dfxtp_1	17
nor4_1	2
a21o_1	1
inv_1	3
nand2b_1	1
clkbuf_8	3
nand3_1	3
nor3_2	1
or4_1	2
o21ai_1	1
ha_1	2
nand2_1	5
xor2_1	7
No activity file was given, so power comes from the tool's default toggle rates.
