## ./design.v

```verilog
module const_time_interval 
#(parameter C_BITS = 8, C_F = 16, C_OFFSET = 0) (
    input i_clk,   
    input i_rst,     
    input i_en,
    output o_timer
  );
  reg r_state = 0;
  reg[C_BITS-1:0] r_pwn_counter = C_F - 1 - C_OFFSET;
  assign o_timer = r_state && i_en;
  always @(posedge i_clk) begin
      if(i_rst) begin
        r_pwn_counter <= C_F - 1;
        r_state <= 0;
      end else begin
        if(r_pwn_counter == 1) begin
          r_state <= ~r_state;
          r_pwn_counter <= r_state ? C_F - 1: 1;
        end else begin
          r_pwn_counter <= r_pwn_counter - 1;
        end
      end          
  end
endmodule
module var_time_interval #(parameter C_BITS = 8) (
    input i_clk,   
    input i_rst,     
    input i_en,
    input [C_BITS-1:0] i_f,      
    output o_timer
  );
  reg r_state = 0;
  reg[C_BITS-1:0] r_pwn_counter = 1;
  reg[C_BITS-1:0] last_f = 0;
  assign o_timer = r_state && i_en;
  always @(posedge i_clk) begin
      last_f <= i_f;
      if((last_f != i_f) || i_rst) begin
        r_pwn_counter <= i_f - 1;
        r_state <= 0;
      end else begin
        if(r_pwn_counter == 1) begin
          r_state <= ~r_state;
          r_pwn_counter <= r_state ? i_f - 1: 1;
        end else begin
          r_pwn_counter <= r_pwn_counter - 1;
        end
      end          
  end
endmodule
```

## ./constraint.sdc

```tcl
current_design const_time_interval

set clk_period 2.1
set clk_io_pct 0.2

create_clock -name clk0 -period $clk_period [get_ports {i_clk}]

set non_clock_inputs [all_inputs -no_clocks]
set_input_delay [expr $clk_period * $clk_io_pct] -clock clk0 $non_clock_inputs
set_output_delay [expr $clk_period * $clk_io_pct] -clock clk0 [all_outputs]
```

## ./config.mk

```make
export PLATFORM = sky130hd
export DESIGN_NAME = const_time_interval
export DESIGN_NICKNAME = const_time_interval
export VERILOG_FILES = /design/flow/design.v
export SDC_FILE = /design/flow/constraint.sdc
export NUM_CORES = 4
export LEC_CHECK = 1
export CORE_AREA = 10 10 70 70
export DIE_AREA = 0 0 80 80
```

## ./run.sh

```bash
#!/bin/bash
# OpenROAD 26Q1-2900-gdf79404cd8, Yosys 0.63+post, stock flow scripts
make -C /OpenROAD-flow-scripts/flow DESIGN_CONFIG=/design/flow/config.mk WORK_HOME=/design/flow/orfs finish
```

==> summary.txt <==
Implementation progress

Looking at the reg2reg group, the worst path starts from r_pwn_counter[0]. The number of cells traversed by the worst register-to-register path stands at 4. Checking hold timing, the worst path is listed with class flop to flop.

The worst register-to-register path ends at r_pwn_counter[2]. The report lists the cells along the critical path as clkdlybuf4s50_1 > and2_1 > clkdlybuf4s50_1. Along the critical path, the tally of buffer and inverter instances is 2. The number of setup violations in the final report stands at 0.

The critical path starts at i_en. Of the total power, combinational logic draws 0.085. The finished cells cover 551 sq um.

The stage-log warning count stands at 26. For reference, the placement row count at floorplan is 21. For the pin with the worst max-slew slack, the measured transition is 0.272 ns.

After clock tree synthesis, the setup repair step added 0 buffers. The report lists the power per cell area as 619 mW/mm^2. In the final report, the number of pins over their slew limit comes to 0. For this design, the sink count on the clock tree is 9. The cell that appears most often on the critical path is sky130_fd_sc_hd__clkdlybuf4s50_1. Entering global routing, the biggest net connects 9 pins.

Along the worst path, the maximum fanout reaches 1. TritonCTS built the clock tree. The signal arrival time at the worst endpoint stands at 1.43 ns. In the synthesized netlist the async set-or-reset flop fraction comes to 0. The final antenna diode tally reported by the flow is 0.

The initial antenna violation count stands at 0. The flow ran to the end, and the final reports show no timing, DRC or antenna violations. The leakage component of the power was reported as 0.180 nW. Per the skew report, the later register of the worst-skew pair sees a clock latency of 0.25 ns.

In this run the VDD rail shows a maximum IR drop of 0.309 mV. The shortest clock period the worst path allows after layout stands at 1.85 ns. According to the floorplan report, the placeable core area is 0.00342 sq mm. The total CTS buffers stands at 3.

The internal power consumption stands at 0.264 mW. The number of enable flip-flop cells stands at 0. The synthesis stats list as the most numerous cell sky130_fd_sc_hd__dfxtp_1. The worst setup path is of the input pin to output pin kind. For reference, the top cells by area after synthesis are sky130_fd_sc_hd__dfxtp_1 41%, sky130_fd_sc_hd__or4_1 6.8%, sky130_fd_sc_hd__a21oi_1 5.7%. The timing report gives the worst reg2reg path a setup slack of 0.29 ns. The setup total negative slack stands at 0 ns. The portion of total power attributed to sequential cells stands at 0.537. STA classifies the critical path endpoint as an output pin. The count of buffers inserted at the top-level ports stands at 3.

The number of instances resized during post-cts repair stands at 0. Following the worst setup path forward leads to its endpoint at o_timer. CTS built an H-tree with a depth of 1.

The share of the synthesized area in the top cell type stands at 0.408. The synthesis report names the predominant flop master as sky130_fd_sc_hd__dfxtp_1. Buffers inserted to repair hold after CTS numbered 0.

For reference, the top cells by count after synthesis are 9 x sky130_fd_sc_hd__dfxtp_1, 5 x sky130_fd_sc_hd__a21oi_1, 5 x sky130_fd_sc_hd__o21ai_0, 4 x sky130_fd_sc_hd__or4_1. The vertical die dimension reported for this design is 80 um. The instance count of the mapped netlist stands at 49. The tightest slew margin relative to the limit stands at 0.818. All stages included, the depth of the critical timing path comes to 3. After synthesis, the chip area reported by Yosys is 442 sq um. The post-placement cell area is 524 sq um. Dividing the synthesized area by the synthesized cell count gives 9.01 sq um. The cell sitting at the root of the clock tree is a sky130_fd_sc_hd__clkbuf_4.

The filler cell count in the final layout stands at 393. The last weighted congestion value of the routability-driven placer stands at 0.832. For this run, the number of Yosys warnings is 1. The per-cell via count in the routed design stands at 3.64. The number of hold violations in the final report stands at 0. The longest clock path from root to sink contains 2 buffers. According to the report, the first pass of detailed routing completed in 4 iterations. The switching power summed over all nets stands at 0.0762 mW. Per the synthesis report, the dominant area consumer among library cells is sky130_fd_sc_hd__dfxtp_1. The flow measured a signed area growth from synthesis to layout of 24.6%. Nets still carrying antenna violations after routing amount to 0. The total routed wirelength stands at 787 um. The highest clock rate stands at 0.540 GHz. For the final database, setup skew stands at 0.000414 ns. Looking at the critical path, the single cell with the biggest stage delay is sky130_fd_sc_hd__clkdlybuf4s50_1. On the final layout, the worst hold slack is 0.467 ns. The vias after detailed routing stands at 368. The clock slew at the register clock pins of the worst setup and hold paths stands at 0.06 ns. The number of global-route vias before repair stands at 319.

In this design, the stage delay of the slowest critical-path cell is 0.45 ns. Per the log, the first TritonRoute iteration ended with a DRC count of 15. The global routing report lists combined usage of all routing layers as 0.0249. The routed length per instance stands at 7.79 um. In this design, the largest share of critical-path delay is due to buffers and inverters. The power report attributes to the clock group a share of 0.378. The initial utilization of the core area, before any placement, comes to 0.129.

The final worst-path cycle share stands at 0.882. For this design, Yosys synthesis ends with a cell count of 49. The share of post-route cells with drive strength above 1 stands at 0.109. For this run, the register share of the synthesized area comes to 0.408. In this run the cell area of the synthesized design comes to 442 sq um. The worst path required time stands at 1.68 ns.

The die span in x stands at 80 um. Synthesis instantiated 21 different standard cells from the library. STA classifies the critical path startpoint as an input pin. Setup repair after global routing left no endpoint under its margin. The chip area stands at 0.00640 sq mm. Total power for the finished layout comes to 0.341 mW. After synthesis the netlist holds a flip-flop and latch count of 9. In this run the maximum-capacitance check reported violations numbering 0. The top-level port count stands at 4. The detailed-route DRC error count stands at 0.

The first-pass GRT wire length stands at 1370 um. After global routing the overflow that remains totals 0. The net switching share of the total power stands at 0.224.
placed cells by master, fill, tap and decap left out, types with 3 or more instances in the layout:
master                            instances
sky130_fd_sc_hd__a21oi_1                  5
sky130_fd_sc_hd__clkbuf_4                 3
sky130_fd_sc_hd__clkdlybuf4s50_1          3
sky130_fd_sc_hd__dfxtp_1                  9
sky130_fd_sc_hd__inv_1                    3
sky130_fd_sc_hd__o21ai_0                  5
sky130_fd_sc_hd__or3_1                    3
sky130_fd_sc_hd__or4_1                    4
state kept, by name (all words and copies together) (netlist names):
| register | count |
|---|---|
| r_pwn_counter | 8 |
| r_state | 1 |
final cells by class:
cell class / count / area [sq um] / area share
clock buffers: 4 / 26.3 / 0.0477
inverters: 3 / 11.3 / 0.0205
multi-input cells: 36 / 245 / 0.445
flip-flops and latches: 9 / 180 / 0.327
well taps: 46 / 57.6 / 0.105
repair buffers: 3 / 30.0 / 0.0545
how the worst min path moves through the flow:
stage     slack, ns          endpoint        startpoint  cells after the start
4_1_cts        0.47  r_pwn_counter[0]  r_pwn_counter[0]                      1
5_1_grt        0.49  r_pwn_counter[0]  r_pwn_counter[0]                      1
6_report       0.47  r_pwn_counter[0]  r_pwn_counter[0]                      1
metal layers:
layer | share of wire | vias to the layer above | track usage | wire (um)
li1 | - | 193 | - | -
met3 | 0.034 | 2 | 0.00909 | 27
met4 | 0.0076 | 0 | 0.00704 | 6
met2 | 0.45 | 4 | 0.0353 | 358
met1 | 0.50 | 169 | 0.0342 | 395
met5 | 0 | - | 0 | 0
cells by family (layout without fill, tap and decap cells):
| group | after synthesis | in the layout | synth area share |
|---|---|---|---|
| adders and majority gates | 2 | 2 | 0.0566 |
| xor gates and xnor gates | 2 | 2 | 0.0397 |
| and+or+nand+nor | 15 | 15 | 0.215 |
| buffers and inverters | 4 | 10 | 0.0368 |
| AOI/OAI and AO/OA | 17 | 17 | 0.244 |
| DFF | 9 | 9 | 0.408 |
worst reg2reg max path: stages, from the launching register on:
cell and delay, ns:
sky130_fd_sc_hd__dfxtp_1 0.43, sky130_fd_sc_hd__ha_1 0.19, sky130_fd_sc_hd__or3b_2 0.50, sky130_fd_sc_hd__or3_1 0.40, sky130_fd_sc_hd__a21o_1 0.18
power by group through the flow:
stage | sequential, mW | combinational (mW) | clock, mW
4_1_cts | 0.183 | 0.0294 | 0.136
5_1_grt | 0.183 | 0.0345 | 0.147
6_report | 0.183 | 0.0290 | 0.129
through the flow:
step	utilization	setup slack, ns	cells
after floorplan	-	0.431	49
after global placement	0.153	0.237	97
after detailed placement	0.153	0.242	97
after CTS	0.161	0.236	101
after global routing	0.161	0.192	101
final	0.161	0.248	101
Power figures rest on the tool's default switching activity, not on a simulated workload.
