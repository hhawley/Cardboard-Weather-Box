[run.sh]
#!/bin/bash
# OpenROAD 26Q1-2900-gdf79404cd8, Yosys 0.63+post, stock flow scripts
make -C /OpenROAD-flow-scripts/flow DESIGN_CONFIG=/design/flow/config.mk WORK_HOME=/design/flow/orfs finish
[config.mk]
export PLATFORM = sky130hd
export DESIGN_NAME = lcd_driver
export DESIGN_NICKNAME = lcd_driver
export VERILOG_FILES = /design/flow/design.v
export SDC_FILE = /design/flow/constraint.sdc
export NUM_CORES = 4
export LEC_CHECK = 1
export CORE_UTILIZATION = 40
[constraint.sdc]
current_design lcd_driver

set clk_period 7.0
set clk_io_pct 0.2

create_clock -name clk0 -period $clk_period [get_ports {i_clk}]

set non_clock_inputs [all_inputs -no_clocks]
set_input_delay [expr $clk_period * $clk_io_pct] -clock clk0 $non_clock_inputs
set_output_delay [expr $clk_period * $clk_io_pct] -clock clk0 [all_outputs]
[design.v]
module const_frequency_divider 
 #(parameter C_BITS = 8, C_N = 16, C_OFFSET = 0) (
    input wire i_clk,   
    input wire i_rst,
    output reg o_clk = 0
  );
  reg [C_BITS-1:0] r_counter = (C_N / 2) - C_OFFSET;
  always @(posedge i_clk) begin
    if (i_rst) begin
      r_counter <= (C_N >> 1) - 1;
      o_clk <= 0;
    end else begin
      if(r_counter == 1) begin
        r_counter <= (C_N / 2);
        o_clk <= ~o_clk;
      end else begin 
        r_counter <= r_counter - 1;
      end
    end
  end
endmodule
module var_frequency_divider #(parameter C_BITS = 8) (
    input wire i_clk,   
    input wire i_rst,
    input wire [C_BITS-1:0] i_N,
    output reg o_clk = 0
  );
  reg [C_BITS-1:0] r_counter = 1;
  reg [C_BITS-1:0] last_N = 0;
  wire [C_BITS-2:0] r_div;
  assign r_div = (i_N >> 1);
  always @(posedge i_clk) begin
    last_N <= i_N;
    if((last_N != i_N) || i_rst) begin
      r_counter <= r_div - 1;
      o_clk <= 0;
    end else begin
      if(r_counter == 1) begin
        r_counter <= r_div;
        o_clk <= ~o_clk;
      end else begin 
        r_counter <= r_counter - 1;
      end
    end
    end
endmodule
module lcd_driver (
		input wire i_clk,				 
		input wire i_rst,				 
		input  wire [7:0] i_data_in,	 
		output reg [9:0] o_addr_out,	 
		output wire o_ready,			 
		input wire i_standby,			 
		output reg o_rst = 0,					 
		output reg o_rw = 0,					 
		output wire o_en,						 
		output reg[7:0] o_lcd_d = 8'b00000000	 
	);
localparam c_INIT        = 4'b0000;
localparam c_INIT_WRITE  = 4'b0001;
localparam c_STANDBY     = 4'b0010;
localparam c_WAIT        = 4'b0011;
localparam c_READ		 = 4'b0100;
reg [3:0] r_state = c_INIT;
reg [3:0] r_prog_counter = 4'b1111;
localparam LINE_SET    = 8'b11000000;   
localparam FUNC_SET    = 8'b00111000;   
localparam CURSOR_SET  = 8'b00011100;   
localparam DISPLAY_SET = 8'b00001110;   
localparam ENTRY_SET   = 8'b00000110;   
localparam HOME_SET    = 8'b00000010;   
localparam CLEAR_SET   = 8'b00000001;   
localparam SIZE_BUFFER = 16;
reg [(8*SIZE_BUFFER-1):0] r_buffer = "Hello world, uwu";
reg [7:0] r_curr_pos = 0;
wire w_curr_line;
assign w_curr_line = r_curr_pos[6];
localparam C_CLK_FREQ = 50000000;
localparam C_LCD_FREQ = C_CLK_FREQ;
localparam C_TIMER_LENGTH = 28;
localparam C_INT_37US = C_LCD_FREQ*200e-6;    
localparam C_INT_1MS52 = C_LCD_FREQ*5e-3; 
localparam C_INT_5S = C_LCD_FREQ*5;
localparam C_INT_1S = C_LCD_FREQ*1;
localparam C_REFRESH_RATE = C_LCD_FREQ*40e-3;
reg [C_TIMER_LENGTH-1:0] r_timer_freq = C_INT_1S;
wire w_timer_en, w_code_en;
wire r_toggle;
var_frequency_divider #(C_TIMER_LENGTH) m_fq (i_clk, i_rst, r_timer_freq, r_toggle);
var_time_interval     #(C_TIMER_LENGTH) m_ti (i_clk, i_rst, 1, r_timer_freq, w_code_en);
assign o_ready = (r_state == c_READ) ;
assign o_en = ~r_toggle;
always @(posedge i_clk) begin
	o_rw <= 0;
	if (i_rst) begin
		o_rst <= 0;
		o_lcd_d <= 8'b00000000;
		r_state <= c_INIT;
		r_prog_counter <= 4'b1111;
		r_timer_freq <= C_INT_1S;
		r_curr_pos <= 0;
	end else begin
		if(w_code_en) begin
			case (r_state)
			c_INIT : begin
				o_rst <= 0;
				o_addr_out <= 0;
				case (r_prog_counter)
					4'b1111: begin
						o_lcd_d <= CLEAR_SET;
						r_timer_freq <= C_INT_1MS52;
					end 4'b1110: begin
						o_lcd_d <= FUNC_SET;
						r_timer_freq <= C_INT_37US;
					end 4'b1101: begin
						o_lcd_d <= DISPLAY_SET;
						r_timer_freq <= C_INT_37US;
					end 4'b1100: begin
						o_lcd_d <= ENTRY_SET;
						r_timer_freq <= C_INT_37US;
					end default: begin
						o_lcd_d <= 0;
						r_timer_freq <= C_INT_37US;
					end
				endcase	
				if (r_prog_counter == 4'b1100) begin
					r_state <= c_INIT_WRITE;
					r_prog_counter <= 4'b1111;
				end else begin
					r_prog_counter <= r_prog_counter - 1;
				end
			end c_INIT_WRITE : begin
				o_rst <= 1;
				o_addr_out <= 0;
				o_lcd_d <= r_buffer[r_prog_counter*8+: 8];
				r_timer_freq <= C_INT_37US;
				r_curr_pos <= r_curr_pos + 1;
				if (r_prog_counter == 0) begin
					r_prog_counter <= 4'b1111;
					r_state <= c_WAIT;
				end else begin
					r_prog_counter <= r_prog_counter - 1;
				end
			end c_WAIT : begin
				r_curr_pos <= 8'b00000000;
				o_rst <= 0;
				o_addr_out <= 0;
		  		if(r_prog_counter ==  4'b1111) begin
		  			o_lcd_d <= 0;
		  			r_timer_freq <= C_INT_1S;
		  			r_prog_counter <= 4'b1110;
		  		end else begin
		  			r_prog_counter <= 4'b1111;
		  			o_lcd_d <= CLEAR_SET;
		  			r_timer_freq <= C_INT_1MS52;
		  			r_state <= i_standby ? c_STANDBY : c_READ;
		  		end
		  	end c_STANDBY: begin
		  		o_rst <= 0;
		  		o_lcd_d <= 0;
		  		r_timer_freq <= C_INT_5S;
		  		o_addr_out <= 0;
			end c_READ: begin
				case (r_prog_counter)
					4'b1111: begin
						o_rst <= 0;
						o_lcd_d <= 0;
						r_timer_freq <= C_INT_37US;
						o_addr_out <= {2'b00, r_curr_pos};
					end 4'b1110: begin
						o_rst <= 1;
						o_lcd_d <= i_data_in;
						r_timer_freq <= C_INT_37US;
					end 4'b1101: begin
						o_rst <= 0;
						if(r_curr_pos == 31) begin
							o_lcd_d <= HOME_SET;
							r_curr_pos <= 0;
							r_timer_freq <= C_REFRESH_RATE;
						end else if(r_curr_pos == 15) begin
							o_lcd_d <= LINE_SET;
							r_curr_pos <= r_curr_pos + 1;
							r_timer_freq <= C_INT_37US;
						end else begin
							o_lcd_d <= 0;
							r_curr_pos <= r_curr_pos + 1;
							r_timer_freq <= C_INT_37US;
						end
					end default: begin
						o_rst <= 0;
						o_lcd_d <= 0;
						r_timer_freq <= C_INT_37US;
					end
				endcase	
				if (r_prog_counter == 4'b1101) begin
					r_prog_counter <= 4'b1111;
				end else begin
					r_prog_counter <= r_prog_counter - 1;
				end
			end
			endcase 
		end
	end
end
endmodule
module const_time_interval 
#(parameter C_BITS = 8, C_F = 16, C_OFFSET = 0) (
    input i_clk,   
    input i_rst,     
    input i_en,
    output o_timer
  );
  reg r_state = 0;
  reg[C_BITS-1:0] r_pwn_counter = C_F - 1 - C_OFFSET;
  assign o_timer = r_state && i_en;
  always @(posedge i_clk) begin
      if(i_rst) begin
        r_pwn_counter <= C_F - 1;
        r_state <= 0;
      end else begin
        if(r_pwn_counter == 1) begin
          r_state <= ~r_state;
          r_pwn_counter <= r_state ? C_F - 1: 1;
        end else begin
          r_pwn_counter <= r_pwn_counter - 1;
        end
      end          
  end
endmodule
module var_time_interval #(parameter C_BITS = 8) (
    input i_clk,   
    input i_rst,     
    input i_en,
    input [C_BITS-1:0] i_f,      
    output o_timer
  );
  reg r_state = 0;
  reg[C_BITS-1:0] r_pwn_counter = 1;
  reg[C_BITS-1:0] last_f = 0;
  assign o_timer = r_state && i_en;
  always @(posedge i_clk) begin
      last_f <= i_f;
      if((last_f != i_f) || i_rst) begin
        r_pwn_counter <= i_f - 1;
        r_state <= 0;
      end else begin
        if(r_pwn_counter == 1) begin
          r_state <= ~r_state;
          r_pwn_counter <= r_state ? i_f - 1: 1;
        end else begin
          r_pwn_counter <= r_pwn_counter - 1;
        end
      end          
  end
endmodule
==> notes.md <==
Notes on the flow run.

- The worst hold path endpoint is o_lcd_d[4]$_SDFFE_PP0P_, for reference.
- The power density of the placed cells is about 220 nW/µm², for reference.
- The count of nets left with antenna violations once routing finished came out at 0.
- For this block, the initial DRC count from the detailed router was between 300 and 400.
- In this run the cell area of the synthesized design comes to roughly 6400 µm².
- Per the layout report, the design carries around 1400 filler cells.
- The number of cells reported by Yosys stat comes to roughly 730.
- Per the synthesis report, the number of distinct cell types is between 70 and 80.
- Detailed placement ended at an HPWL of approximately 11000 µm.
- Across all hold checks on the routed design, the worst slack comes to 0.461 ns.
- The worst-margin pin slew is 0.834 ns, for reference.
- The routed layout has 5327 vias.
- Among cell families on the critical path, the largest total delay comes from flip-flops.
- The most frequent standard cell in the layout excluding fill and tap cells is dfxtp_1, for reference.
- The area of combinational cells with multiple inputs is between 3000 and 4000 µm², for reference.
- The largest buffer count on any clock path is 2, for reference.
- The share of the core filled by cells before placement is 41.4%, for reference.
- Cells with a size suffix above 1 make up 8.96% of the layout.
- The global routing report lists combined usage of all routing layers as ~21%.
- The part of the Yosys area used for sequential elements is a little under two fifths, for reference.
- The clock period could shrink to 3.49 ns.
- The first-pass GRT wire length is 26400 µm, for reference.
- The horizontal die dimension is 128 µm, for reference.
- Entering global routing, the biggest net connects 35 pins.
- Per the STA report, the cell with the highest stage delay on the worst path is dfxtp_1.
- The quantity of I/O buffers inserted on ports is 29, for reference.
- The top cell types in the final layout, fill and taps aside, are dfxtp_1, nor2_1, nand2_1.
- The layout overhead on the synthesized area is 15.7%, for reference.
- The DRC violation total left in the routed layout is recorded as 0.
- The routed wirelength normalized by instance count is 16.6 µm, for reference.
- For the worst reg-to-reg path, the endpoint reported by OpenROAD is m_ti.r_pwn_counter[16]$_DFF_P_.
- The worst setup path is captured at an output pin.
- After detailed routing, the number of vias per cell comes to around 5.6.
- Per the post-run analysis, buffers plus inverters along the critical path come to 1.
- Setup repair after global routing left no endpoint under its margin.
- After routing the design area is about 7400 µm².
- Looking at the worst setup and hold paths, the clock pins of their registers show a slew of 0.05 ns.
- The final cell count without fillers is 959, for reference.
- The clock buffer count from CTS is 17, for reference.
- The chip area is around 16000 µm², for reference.
- The worst setup path is of the flip-flop to output pin kind.
- The most critical min-delay path falls under flip-flop to flip-flop.
- The worst setup path is launched from a flip-flop.
- The clock arrives with approximately 0.006 ns of skew.
- Each instance of the synthesized netlist takes up on average ~8.8 µm².
- The count of warning messages emitted by the tools is 32, for reference.
- The synthesis report gives the async set-or-reset register share as 0%.
- The flow ran to the end, and the final reports show no timing, DRC or antenna violations.
- The number of enable flip-flop cells is 8, for reference.
- The report gives the cell count of the worst hold path as 2.
- In the final report, the number of hold violations comes to 0.
- The via count of the first global-routing pass is ~5100, for reference.
- Per the power-grid run, VDD falls by no more than 167 µV.
- The number of placed instances, taps included, is approximately 900.
- The count of final setup violators is 0, for reference.
- In the synthesized netlist, the number of instances is roughly 730.
- Static timing analysis puts the maximum clock frequency at approximately 290 MHz.
- The report lists the cells along the critical path as nor3b_1 -> clkdlybuf4s50_1.
- The placer's final routability congestion estimate is a little under 0.9, for reference.
- The post-detailed-routing wire length is 15900 µm, for reference.
- The required time at the worst-slack endpoint is about 5.6 ns, for reference.
- The antenna diode count is 0, for reference.
- The worst stage delay on the critical path is roughly 0.84 ns, for reference.
- In the final timing run, aggregate negative setup slack is 0 ns.
- The clock reaches the later pin of the worst-skew pair after 0.41 ns.
- The area figure in the yosys stat output is 6360 µm², for reference.
- The post-synthesis sequential element count is approximately 120, for reference.
- Clock tree synthesis selected as its root buffer the cell clkbuf_16.
- For this run, the share of the core covered by cells in the final layout is between 40% and 50%.
- The leakage component of the power was reported as 2.62 nW.
- The number of pins exceeding their max-slew limit in the final report is 0, for reference.
- The number of maximum-capacitance violations is 0, for reference.
- The number of clock sinks is between 100 and 150, for reference.
- The number of rows in the core area is 45, for reference.
- The minimum setup slack among reg-to-reg paths is around 4 ns, for reference.
- Checking max transition, the worst relative margin is between 40 and 50%.
- The remaining global-route overflow is 0, for reference.
- The arrival time at the worst endpoint is between 2 and 2.5 ns, for reference.
- During synthesis, Yosys emitted a total of 17 warnings.
- The leading register cell type out of synthesis is dfxtp_1, for reference.
- According to the report, the first pass of detailed routing completed in 5 iterations.
- Hold repair after CTS inserted 0 buffers.
- The initial antenna violation count came to 0.
- Measured along the y axis, the die boundary spans 128 µm.
- The part of the cycle the worst path needs is 49.8%, for reference.
- The startpoint of the worst-slack reg-to-reg timing path is r_timer_freq[4]$_SDFFE_PP0P_, for reference.
- The post-CTS setup repair buffer count is 0, for reference.
- The TritonCTS clock tree is yes, for reference.
- Max fanout on the critical path was recorded as 25.
- The I/O pin count is 33, for reference.
- In this run the number of H-tree levels came out at 4.
- The depth of the worst register-to-register path is 6, for reference.
- The startpoint of the tightest hold check path is o_lcd_d[4]$_SDFFE_PP0P_, for reference.
- The sequential cell area in the final layout is approximately 2400 µm², for reference.
- The critical path startpoint is r_state[2]$_SDFFE_PP0P_, for reference.
- Post-CTS repair changed the size of 0 cells.
- The area of the core is roughly 15000 µm², for reference.
- The cell area after placement is slightly below 7000 µm², for reference.
## cell usage after synthesis (6+ instances only)
cell type,instances,area [µm²]
or3_1,11,68.8
a22oi_1,8,60.1
o22ai_1,31,194
buf_4,8,60.1
dfxtp_1,108,2160
nor4_1,20,125
xor2_1,37,324
o21ai_0,30,150
nand4_1,12,75.1
a31oi_1,8,50.1
nand2_1,43,161
ha_1,12,150
nor3b_1,6,45.0
inv_1,18,67.6
clkbuf_1,22,82.6
and2_1,13,81.3
nand3_1,19,95.1
mux2i_1,14,140
xnor2_1,42,368
buf_2,13,65.1
edfxtp_1,8,240
nand2b_1,11,68.8
a21oi_1,22,110
nor3_1,38,190
and3_1,10,62.6
nor2_1,54,203
nor2b_1,7,43.8
## cell families after synthesis
kind of cell               after synthesis  share of synthesized area, %
buffers and inverters                   69                          5.04
AOI/OAI and AO/OA                      147                          15.7
DFF                                    116                          37.8
xor gates and xnor gates                79                          10.9
muxes                                   18                          2.91
and+or+nand+nor                        283                          25.3
adders and majority gates               12                          2.36
other                                    1                        0.0590
## sequential cells by signal, indices dropped and copies added, names as in the netlist, 3 cells and up
signal / count
o_lcd_d: 8
r_state: 3
o_addr_out: 8
m_ti.r_pwn_counter: 28
r_timer_freq: 13
m_fq.r_counter: 28
r_prog_counter: 4
r_curr_pos: 8
m_ti.last_f: 13
## layout make-up
cell class / count / area share (%)
flip-flops and latches: 116 / 32.6
repair buffers: 38 / 4.86
inverters: 20 / 1.02
clock buffers: 24 / 7.12
clock inverters: 8 / 1.26
multi-input cells: 542 / 49.5
well taps: 211 / 3.59
## routing by layer
| metal | vias up | global-route usage, % | wire length (µm) |
|---|---|---|---|
| li1 | 2666 | - | - |
| met1 | 2518 | 33.3 | 8010 |
| met2 | 134 | 30.0 | 6790 |
| met5 | - | 0 | 0 |
| met3 | 9 | 5.02 | 997 |
| met4 | 0 | 2.35 | 137 |
## tightest hold or removal path, stage by stage (launching register included)
cell	delay, ns
dfxtp_1	0.31
nand2_1	0.05
a21oi_1	0.05
## per-stage QoR
stage	setup slack, ns	power (mW)
after floorplan	4.19	0.750
after global placement	3.31	0.765
after detailed placement	3.28	0.766
after CTS	3.48	1.66
after global routing	3.40	1.70
final	3.51	1.64
## worst max path at each step
stage / to / slack, ns / cells past startpoint
final: o_ready / 3.51 / 2
after global routing: o_ready / 3.40 / 2
after CTS: o_ready / 3.48 / 2
## power breakdown
part,leakage [nW],internal (mW),switching [mW]
Sequential,0.954,0.680,0.0135
Clock,0.306,0.592,0.299
Combinational,1.36,0.0274,0.0318
Total,2.62,1.30,0.344
No activity file was given, so power comes from the tool's default toggle rates.
